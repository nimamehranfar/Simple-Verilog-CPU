===== design.v =====
`timescale 1ns / 1ps
module Counter_multibit(CLK, Load_en, Data_in, Q
    );
parameter N= 8;
input CLK, Load_en;
input [N-1:0] Data_in;
output [N-1:0] Q;
reg [N-1:0] Q;
initial 
begin
	Q = 0;
end
always @(posedge CLK)
begin
if (Load_en == 1)
	Q = Data_in;
else
	Q = Q + 1;
end
endmodule

===== run.sh =====
#!/bin/bash
# OpenROAD 26Q1-2900-gdf79404cd8, Yosys 0.63+post, stock flow scripts
make -C /OpenROAD-flow-scripts/flow DESIGN_CONFIG=/design/flow/config.mk WORK_HOME=/design/flow/orfs finish

===== config.mk =====
export PLATFORM = sky130hd
export DESIGN_NAME = Counter_multibit
export DESIGN_NICKNAME = Counter_multibit
export VERILOG_FILES = /design/flow/design.v
export SDC_FILE = /design/flow/constraint.sdc
export NUM_CORES = 4
export LEC_CHECK = 1
export CORE_AREA = 10 10 70 70
export DIE_AREA = 0 0 80 80

===== constraint.sdc =====
current_design Counter_multibit

set clk_period 1.4
set clk_io_pct 0.2

create_clock -name clk0 -period $clk_period [get_ports {CLK}]

set non_clock_inputs [all_inputs -no_clocks]
set_input_delay [expr $clk_period * $clk_io_pct] -clock clk0 $non_clock_inputs
set_output_delay [expr $clk_period * $clk_io_pct] -clock clk0 [all_outputs]

==> summary.txt <==
Entry: Yosys synthesis followed by OpenROAD place and route.

Logic synthesis:
- The run gives the count of state elements after synthesis as 8.
- The run puts the synthesis warning total at 1.
- Of the post-synthesis cell area, the dominant cell type holds 0.425.
- The run puts the synthesized area per cell at about 8.6 um2.
- The run puts the number of different library cells in the post-synthesis netlist at 14.
- The run gives the post-synthesis instance area as 377 um2.
- The run puts the register area share after synthesis at 0.425.
- By area the synthesized netlist is led by sky130_fd_sc_hd__dfxtp_1 43%, sky130_fd_sc_hd__nand2_1 9.0%, sky130_fd_sc_hd__nand3_1 6.6%, sky130_fd_sc_hd__or4_1 6.0%, sky130_fd_sc_hd__o21ai_0 5.3%.
- The run puts the count of instantiated cells in the yosys netlist at roughly 44.
- The run gives the library cell with the largest summed area after synthesis as sky130_fd_sc_hd__dfxtp_1.
- The run puts the cell count after synthesis at about 44.
- After synthesis, the chip area reported by Yosys is ~380 um2.

Floorplan:
- The run gives the count of standard-cell rows as 21.
- The run puts the area inside the core boundary at ~3400 um2.
- The run gives the I/O pin count as 18.
- The run puts the total die size at 6400 um2.
- In this run the horizontal extent of the chip is 80 um.
- The share of the core area taken by cells at floorplan is 0.110.
- The run puts the vertical die size at about 80 um.

Routing:
- The run gives the mean routed wirelength per cell as about 10 um.
- The run puts the total inserted antenna cells at 0.
- The run gives the via density per instance as roughly 3.5.
- Once iteration 0 of detailed routing completed, the report listed 3 DRC markers.
- Detailed routing inserted a total of around 400 vias.
- The run puts the post-route antenna net violation count at 0.
- The routed layout reports a DRC error count of 0.
- The run puts the number of detailed-route iterations in the first pass at 4.
- The run gives the total routed wirelength as 1200 um.

STA:
- The run puts the maximum frequency from static timing analysis at about 740 MHz.
- The worst pin sits at a relative slew slack of 0.884.
- The run puts the slew of the pin with the lowest slew margin at 0.173 ns.
- Setup repair after global routing left no endpoint under its margin.
- The run puts the final cycle utilization of the critical path at 0.965.
- On the final layout, the worst clock skew is just over 0.001 ns.
- The run gives the clock period minus worst slack as approximately 1.4 ns.
- The run puts the number of hold-slack violations in the final timing report at 0.
- The run puts the number of endpoints failing setup at the final stage at 0.
- The run gives the count of pins over their slew limit as 0.
- Hold is met by about 0.47 ns.

Placement:
- The run puts the total placed cells including tap cells at between 100 and 150.
- The run puts the count of buffers inserted at the top-level ports at 17.
- The run gives the HPWL after detailed placement as 934 um.
- At the end of routability-driven placement, the weighted congestion stood at a little over 0.7.

CTS:
- Hold repair after CTS inserted 0 buffers.
- The run gives the maximum count of clock buffers along a single path as 2.
- The number of clock buffers added by TritonCTS is 3.
- The run gives the cell at the root of the clock tree as sky130_fd_sc_hd__clkbuf_4.
- The CTS log lists the clock sinks for this run as 8.
- Per the CTS log, the maximum H-tree level is 1.
- The run gives the latest clock arrival within the worst-skew pair as 0.25 ns.
- The run gives the clock-pin slew reported for the worst setup and hold paths after clock tree synthesis as approximately 0.05 ns.
- The run gives the clock tree from TritonCTS as built.

Layout:
- The run gives the number of fill cells in the layout as a little under 400.
- The run gives the post-synthesis to final-layout area growth as 83.4%.
- The register with the most flip-flops in the layout has 8 of them.
- The run gives the number of non-filler instances in the completed layout as around 120.
- Per the final layout report, the fraction of cells sized above drive strength 1 comes to 0.275.

Global route:
- The run puts the total global-route track usage at 0.0374.
- The run gives the residual overflow from global routing as 0.
- The initial antenna violation count came to 0.
- The run puts the via count of the first global-routing pass at around 370.
- The run gives the largest net degree at the start of global routing as 8.
- The run puts the global-route wire length before repair at 1900 um.

Power:
- The run gives the areal power density over the cells as between 900 and 1000 nW/um2.
- The power report puts the leakage power at 0.295 nW.
- VDD sags by at most around 0.00057 V.

Worst setup path:
- The run puts the worst path arrival time at 1.07 ns.
- The run gives the critical path start-end classification as reg2out.
- Tracing the worst setup path back leads to its startpoint at Q[5].
- The run gives the largest fanout of any net on the critical path as 3.
- The run gives the highest-delay cell along the critical path as sky130_fd_sc_hd__clkdlybuf4s50_1.
- In this run the critical register-to-register path is launched from Q[0].
- The run puts the required time of the worst setup path at around 1.1 ns.
- For this run, the slowest stage of the critical path takes about 0.48 ns.
- The run gives the sort of element at the start of the critical path as a flip-flop.
- Counting both buffers and inverters, the worst setup path holds a total of 1.
- The run gives the family with the most delay on the worst path as buffers and inverters.
- Traced cell by cell, the critical path runs through clkdlybuf4s50_1.
- STA classifies the critical path endpoint as a primary output.

Hold path:
- The worst hold path begins at Q[0].
- The run gives the worst hold path class as reg2reg.

Run:
- The tool flagged a number of max-cap violations equal to 0.
- The run gives the stage-log warning count as 25.

Run status:
- The flow ran to the end, and the final reports show no timing, DRC or antenna violations.
[worst paths after layout]
check / slack (ns) / endpoint / cells after the start
min reg2reg: 0.47 / Q[0] / 1
max: 0.05 / Q[5] / 1
min: 0.47 / Q[0] / 1
max reg2reg: 0.15 / Q[6] / 4
[area by class of cell]
class	count	area, um2	share of cell area
clock buffer	3	22.5	0.0326
multi-input combinational	34	201	0.292
sequential	8	178	0.257
tap	46	57.6	0.0833
timing repair buffer	24	231	0.335
[cells by family (layout without fill, tap and decap cells)]
logic type / count (synthesis) / count (layout) / share of synthesized area
AND-OR/OR-AND: 7 / 7 / 0.0930
XOR/XNOR: 3 / 3 / 0.0698
adder cells (fa/ha/maj): 1 / 1 / 0.0332
buffers and inverters: 2 / 27 / 0.0399
flip-flops: 8 / 8 / 0.425
multiplexers: 1 / 1 / 0.0299
AND/OR/NAND/NOR: 22 / 22 / 0.309
[stage by stage]
| step | setup TNS (ns) | utilization | worst slack, ns | total power, W | cell area (um2) |
|---|---|---|---|---|---|
| after CTS | 0 | 0.190 | 0.00111 | 0.000639 | 648 |
| after detailed placement | -0.196 | 0.181 | -0.0640 | 0.000461 | 619 |
| final | 0 | 0.202 | 0.0488 | 0.000652 | 691 |
| after floorplan | 0 | - | 0.211 | 0.000350 | 377 |
| after global placement | -0.108 | 0.181 | -0.0348 | 0.000458 | 619 |
| after global routing | 0 | 0.202 | 0.00112 | 0.000705 | 691 |
[cells in the mapped netlist]
master                    count
sky130_fd_sc_hd__nand3_2      1
sky130_fd_sc_hd__o21ai_0      4
sky130_fd_sc_hd__nand2_1      9
sky130_fd_sc_hd__xor2_1       2
sky130_fd_sc_hd__nand3_1      5
sky130_fd_sc_hd__o21ai_1      3
sky130_fd_sc_hd__or4_1        3
sky130_fd_sc_hd__dfxtp_1      8
sky130_fd_sc_hd__nor2b_1      3
sky130_fd_sc_hd__ha_1         1
sky130_fd_sc_hd__buf_4        2
sky130_fd_sc_hd__nand4_1      1
sky130_fd_sc_hd__xnor2_1      1
sky130_fd_sc_hd__mux2_1       1
[layer usage]
metal,part of all wire,up-vias,track usage
met5,0,-,0
met4,0,0,0.00352
met3,0.11,0,0.0250
met2,0.42,18,0.0522
met1,0.47,174,0.0482
li1,-,207,-
[power breakdown]
group	switching (W)	leakage (nW)	internal (W)
Combinational	0.0000584	0.212	0.000119
Sequential	0.0000297	0.0691	0.000267
Clock	0.0000799	0.0138	0.0000982
[placed cells by master, fill, tap and decap left out]
master / instances
sky130_fd_sc_hd__nand4_1: 1
sky130_fd_sc_hd__mux2_1: 1
sky130_fd_sc_hd__dfxtp_2: 5
sky130_fd_sc_hd__nand3_1: 5
sky130_fd_sc_hd__clkbuf_4: 3
sky130_fd_sc_hd__clkdlybuf4s50_1: 12
sky130_fd_sc_hd__or4_1: 3
sky130_fd_sc_hd__buf_4: 7
sky130_fd_sc_hd__ha_1: 1
sky130_fd_sc_hd__nand2_1: 9
sky130_fd_sc_hd__dlymetal6s2s_1: 4
sky130_fd_sc_hd__nand3_2: 1
sky130_fd_sc_hd__dlygate4sd2_1: 1
sky130_fd_sc_hd__o21ai_1: 3
sky130_fd_sc_hd__o21ai_0: 4
sky130_fd_sc_hd__nor2b_1: 3
sky130_fd_sc_hd__dfxtp_4: 3
sky130_fd_sc_hd__xor2_1: 2
sky130_fd_sc_hd__xnor2_1: 1
[repair_timing]
action	in CTS	in global routing
buffers inserted	0	4
pin swaps	0	0
gates resized	10	6
endpoints found under the setup margin	6	7
hold endpoints to repair	0	0
Power and IR drop assume default switching activity.
