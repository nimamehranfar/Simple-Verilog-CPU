==> design.v <==
`timescale 1ns / 1ps
module Shift_reg_8bit(CLK, Data_in, Sel, Q
    );
input CLK;
input [7:0] Data_in;
input [1:0] Sel;
output [7:0] Q; 
reg [7:0] Q;
always @(posedge CLK)
begin
case (Sel)
2'b00: Q = Data_in;
2'b01: Q = {1'b0, Q[7:1]};
2'b10: Q = {Q[6:0], 1'b0};
2'b11: Q = Q;
endcase
end
endmodule
==> run.sh <==
#!/bin/bash
# OpenROAD 26Q1-2900-gdf79404cd8, Yosys 0.63+post, stock flow scripts
make -C /OpenROAD-flow-scripts/flow DESIGN_CONFIG=/design/flow/config.mk WORK_HOME=/design/flow/orfs finish
==> config.mk <==
export PLATFORM = sky130hd
export DESIGN_NAME = Shift_reg_8bit
export DESIGN_NICKNAME = Shift_reg_8bit
export VERILOG_FILES = /design/flow/design.v
export SDC_FILE = /design/flow/constraint.sdc
export NUM_CORES = 4
export LEC_CHECK = 1
export CORE_AREA = 10 10 70 70
export DIE_AREA = 0 0 80 80
==> constraint.sdc <==
current_design Shift_reg_8bit

set clk_period 2.1
set clk_io_pct 0.2

create_clock -name clk0 -period $clk_period [get_ports {CLK}]

set non_clock_inputs [all_inputs -no_clocks]
set_input_delay [expr $clk_period * $clk_io_pct] -clock clk0 $non_clock_inputs
set_output_delay [expr $clk_period * $clk_io_pct] -clock clk0 [all_outputs]
==> results.sh <==
# source this file to load flow results
export IMPL_diodes=0
export IMPL_gp_congestion=0.7838
export IMPL_synth_area_per_cell_sq_um=11.04
export IMPL_dp_slack_ps=79.03
export IMPL_cts_tree="done"
export IMPL_most_common_cell="nand2_1"
export IMPL_core_rowCount=21
export IMPL_post_route_util_pct=19.89
export IMPL_top_cells_by_count="nand2_1 (10), edfxtp_1 (8), a22oi_1 (6)"
export IMPL_dieArea_sq_um=6400
export IMPL_ys_seq_share_pct=55.81
export IMPL_period_used_pct=83.26
export IMPL_cts_hold_buf=0
export IMPL_drive_gt1_share_pct=8.475
export IMPL_slowest_stage="ha_1"
export IMPL_cp_slowest_stage_delay_ps=580
export IMPL_relSlewSlack_pct=68.35
export IMPL_critPathCaptureType="flop"
export IMPL_overflow=0
export IMPL_h_tree_depth=1
export IMPL_grt_max_degree=17
export IMPL_track_usage_pct=4.215
export IMPL_fin_crit_ps=1748
export IMPL_critPathKind="in -> reg"
export IMPL_antenna_found_initial=0
export IMPL_grt_setup_unrepaired="false"
export IMPL_fp_util_pct=12.60
export IMPL_ys_flops=8
export IMPL_ys_cells=39
export IMPL_synth_warnings=1
export IMPL_synth_top_cell_by_area="edfxtp_1"
export IMPL_largest_register_ffs=8
export IMPL_crit_fanout=16
export IMPL_arrival_ps=1730
export IMPL_syn_inst=39
export IMPL_cts_root_buf="clkbuf_4"
export IMPL_wire_per_inst_um=11.70
export IMPL_num_fill_cells=386
export IMPL_first_pass_iters=4
export IMPL_drc=0
export IMPL_clk_latency_ps=250
export IMPL_fin_ws_ps=351.6
export IMPL_edf_count=8
export IMPL_io_pins=19
export IMPL_switchingPower_mw=0.1006
export IMPL_hpwl_um=1010
export IMPL_p_int_mw=0.3266
export IMPL_cp_num_buf_inv=2
export IMPL_netSwitchingFraction_pct=23.56
export IMPL_ant_nets=0
export IMPL_portBuffers=18
export IMPL_critical_path_top_delay_family="adder cells"
export IMPL_power_density_nw_per_um2=628.8
export IMPL_p_leak_nw=0.2472
export IMPL_synth_top_flop_cell="edfxtp_1"
export IMPL_synth_cell_types=9
export IMPL_grt_pass1_wl_um=2090
export IMPL_async_reset_ff_share_pct=0
export IMPL_cp_cell_sequence="clkdlybuf4s50_1, inv_1, ha_1, o21ai_0"
export IMPL_synth_area_sq_um=430.4
export IMPL_hold_viol_final=0
export IMPL_core_sq_um=3416
export IMPL_synth_area_top_cells="edfxtp_1 (56%), a22oi_1 (10%), ha_1 (8.7%), nand2_1 (8.7%), o21ai_1 (4.7%)"
export IMPL_p_clk_share_pct=27.4
export IMPL_power_frac_comb_pct=22.1
export IMPL_fmax_mhz=572.0
export IMPL_fp_dieH_um=80
export IMPL_routed_wl_um=1228
export IMPL_finClkSkew_ps=2.321
export IMPL_cts_buffers=3
export IMPL_ctsResizeCount=0
export IMPL_startpoint_type="primary input"
export IMPL_yosys_area_sq_um=430.4
export IMPL_cap_violations=0
export IMPL_setup_viol=0
export IMPL_outcome="finished, final reports clean"
export IMPL_drt_iter0_markers=12
export IMPL_clock_sinks=8
export IMPL_area_growth_pct=57.85
export IMPL_clockBufferDepth=2
export IMPL_dr_total_vias=378
export IMPL_worst_slew_pin_slew_ps=474.7
export IMPL_finalMaxSlewViolations=0
export IMPL_worst_hold_path_type="reg -> reg"
export IMPL_top_cell_area_share_pct=55.81
export IMPL_first_global_vias=408
export IMPL_tool_warnings=27
export IMPL_viasPerCell=3.600
export IMPL_fin_setup_tns_ps=0
export IMPL_fp_dieW_um=80
export IMPL_post_cts_setup_buffers=0
export IMPL_pwr_share_seq_pct=50.5
export IMPL_peakVddDrop_uv=142.9
export IMPL_critical_path_required_ps=2080
export IMPL_clk_pin_slew_ps=50
==> cells by family after synthesis <==
family / share of synthesized area (%)
AND/OR/NAND/NOR: 8.722
flip-flops: 55.81
buffers and inverters: 5.232
adder cells (fa/ha/maj): 8.722
AND-OR/OR-AND: 21.51
==> final cells by class <==
class	count	area [sq um]	share of cell area (%)
clock buffers	3	22.52	3.315
repair buffers	18	180.2	26.52
well taps	46	57.56	8.471
flip-flops and latches	8	240.2	35.36
inverters	3	11.26	1.657
multi-input cells	27	167.7	24.68
==> through the flow <==
stage               std cells  cell area (sq um)  total power [mW]  hold WS (ps)
floorplan                  39              430.4            0.2490         562.2
global placement          102              656.9            0.3131         635.5
detailed placement        102              656.9            0.3164         652.3
CTS                       105              679.4            0.4331         662.8
global route              105              679.4            0.4616         707.7
finish                    105              679.4            0.4272         659.4
==> worst paths after layout <==
kind,from,end,slack [ps],depth (start not counted)
worst max-delay path,Sel[0],Q[0],350,4
worst min-delay path,Q[5],Q[4],660,2
worst max register to register,Q[5],Q[6],1110,2
worst min register to register,Q[5],Q[4],660,2
==> routing by layer <==
metal  wire [um]  track usage, %  up-vias
li1            -               -      184
met1         436           4.396      179
met2         659           6.982       11
met3         113           2.727        4
met4          17          0.8803        0
met5           0               0        -
==> power by group through the flow <==
| stage | combinational, mW | sequential, mW | clock, mW |
|---|---|---|---|
| CTS | 0.0975 | 0.216 | 0.120 |
| finish | 0.0945 | 0.216 | 0.117 |
| global route | 0.107 | 0.219 | 0.136 |
==> worst min-delay path: cells and delay by family, from the launching register on <==
family	cells	cell delay, ps
flip-flops	1	360
AND-OR/OR-AND	2	180
==> layout by cell type (no fill, tap or decap) <==
master and instances:
edfxtp_1 8, clkbuf_4 3, o21ai_2 2, a22oi_1 6
nand2_1 10, ha_1 3, o21ai_1 4, clkdlybuf4s50_1 18
o21ai_0 2, inv_1 3
No activity file was given, so power comes from the tool's default toggle rates.
