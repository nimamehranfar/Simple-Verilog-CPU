**design/flow/config.mk**
```make
export PLATFORM = sky130hd
export DESIGN_NAME = CPU
export DESIGN_NICKNAME = CPU
export VERILOG_FILES = /design/flow/design.v
export SDC_FILE = /design/flow/constraint.sdc
export NUM_CORES = 4
export LEC_CHECK = 1
export CORE_UTILIZATION = 30
```
**design/flow/constraint.sdc**
```tcl
current_design CPU

set clk_period 5.4
set clk_io_pct 0.2

create_clock -name clk0 -period $clk_period [get_ports {CLK}]

set non_clock_inputs [all_inputs -no_clocks]
set_input_delay [expr $clk_period * $clk_io_pct] -clock clk0 $non_clock_inputs
set_output_delay [expr $clk_period * $clk_io_pct] -clock clk0 [all_outputs]
```
**design/flow/design.v**
```verilog
`timescale 1ns / 1ps
module CPU( CLK,START,RESET,OPC,OPR,result
    );
parameter N=5;
input CLK,START,RESET;
input [2:0] OPC;
input [N-1:0] OPR;
output [2*N:0] result;
reg [2*N:0] Accumulator;
reg [2*N:0] result;
always @(posedge CLK) 
if(RESET) begin
Accumulator=0;
end
else if(~RESET) begin
if(START) begin
begin
case(OPC)
3'b000: Accumulator=OPR;
3'b001: begin 
Accumulator=Accumulator+OPR;
result=Accumulator;
end
3'b010: begin
Accumulator=Accumulator*OPR;
result=Accumulator;
end
3'b011: begin
Accumulator=Accumulator-OPR;
result=Accumulator;
end
3'b100: begin
Accumulator=~(~Accumulator | ~OPR);
result=Accumulator;
end
3'b101: begin
Accumulator=~Accumulator;
result=Accumulator;
end
3'b110:  result=Accumulator;
3'b111: begin 
result=0;
Accumulator=0;
end
endcase
end
end
else if(~START) begin
Accumulator=0;
end
result=Accumulator;
end
endmodule
```
**design/flow/run.sh**
```bash
#!/bin/bash
# OpenROAD 26Q1-2900-gdf79404cd8, Yosys 0.63+post, stock flow scripts
make -C /OpenROAD-flow-scripts/flow DESIGN_CONFIG=/design/flow/config.mk WORK_HOME=/design/flow/orfs finish
```
==> GITHUB_STEP_SUMMARY <==
## Synthesis and layout report

| Metric | Value |
|---|---|
| Pint | 335 µW |
| Leak pwr | 0.00147 µW |
| Synth top area share | 15.0% |
| IO buf count | 21 |
| H-tree Lvls | 1 |
| I/O Pins | 22 |
| DR WL/cell | 14.4 µm |
| Row count | 34 |
| Syn Area/Cell | 8.53 µm² |
| Unrepaired setup endpoints after global routing | no |
| Biggest area cells | fa_1 15%, edfxtp_1 12%, ha_1 12%, dfxtp_1 7.8%, inv_1 4.5% |
| Sw Pwr | 160 µW |
| Share of cells above drive strength 1 | 7.67% |
| Yosys cell count | 329 |
| Max Fanout on Critical Path | 6 |
| Initial antenna violation count | 0 |
| Cts hold-fix bufs | 0 |
| EDFF count, synth | 11 |
| # setup viols final | 0 |
| Clock Power Share | 23.7% |
| Most frequent cells in the layout | 34 x inv_1, 32 x nand2_1, 27 x nor2_1, 26 x ha_1 |
| Core ar. | 8890 µm² |
| Power Total | 495 µW |
| Seq cells post-synth | 22 |
| Worst vdd ir | 0.109 mV |
| Area growth, synth to finish | 14.7% |
| Global-route wire length before repair | 11.6 mm |
| Total GRT Usage | 15.3% |
| Chip height | 98.7 µm |
| Worst Tran Pin Value | 0.589 ns |
| OpenROAD warning count | 26 |
| Diodes inserted | 0 |
| Switch share | 32.3% |
| Clk sinks | 22 |
| Post-CTS Setup Repair Bufs | 0 |
| # resized after CTS | 0 |
| TNS Setup | 0 ns |
| CP arrival | 4.94 ns |
| Die Width | 98.7 µm |
| CTS buffer count | 3 |
| Worst Skew | 0.00327 ns |
| Post-Route WL | 6.61 mm |
| Post-synthesis instance total | 329 |
| Crit path time final | 4.93 ns |
| Combinational share of power | 36.8% |
| Total grt overflow | 0 |
| Max-cap violations | 0 |
| Ys flop type | edfxtp_1 |
| Die area | 9750 µm² |
| Yosys chip area | 2810 µm² |
| Tcrit/Tclk final | 91.2% |
| Pre-antenna DRT Iters | 4 |
| Initial DRC Count | 114 |
| Pwr/cell area | 154 nW/µm² |
| WS Path Type | input port to register |
| DP HPWL | 5.39 mm |
| Starting Density | 31.6% |
| Root Driver | clkbuf_8 |
| Final Hold Viols | 0 |
| HP Class | register to register |
| CTS tree | built |
| Kind of end point of the critical path | register |
| Clock buffer depth | 2 |
| Slew Limit Fails | 0 |
| Yosys cell types | 53 |
| Crit path launch type | input port |
| RD Place Congestion | 0.874 |
| Post-synth top area cell | fa_1 |
| Via density | 5.07 |
| Drt drc | 0 |
| Clk latency late pin | 0.26 ns |
| Status | finished, final reports clean |
| Critical Path RT | 5.41 ns |
| Relative slew margins | 60.7% |
| Yosys warning tally | 1 |
| Clock slew at reported path FFs | 0.08 ns |
| Via Count | 2334 |
| Flop pwr share | 39.5% |
| Netlist area before placement | 2810 µm² |
| Ys async rst share | 0% |
| Post-synth seq share | 19.6% |
| Max Fclk | 203 MHz |
| Commonest Layout Cell | inv_1 |
| Post-DRT Antenna Nets | 0 |
| Largest net degree at the start of global routing | 24 |
| Vias in the first global route | 2350 |
==> metrics by stage <==
stage               util (%)  instances  cell area (µm²)  hold slack, ns  setup WS, ns
finish                  36.2        460             3220           0.785         0.475
CTS                     36.2        460             3220           0.789         0.443
floorplan                  -        329             2810           0.638         0.868
global route            36.2        460             3220           0.872         0.235
detailed placement      35.6        456             3160           0.752         0.158
global placement        35.6        456             3160           0.773         0.173
==> path summary, 6_finish.rpt <==
path                             start                         to  cells past startpoint  slack, ns
max                             OPR[4]        result[9]$_DFFE_PN_                     16       0.47
min          Accumulator[7]$_SDFF_PP0_  Accumulator[7]$_SDFF_PP0_                      3       0.78
max reg2reg  Accumulator[2]$_SDFF_PP0_        result[9]$_DFFE_PN_                     15       1.44
min reg2reg  Accumulator[7]$_SDFF_PP0_  Accumulator[7]$_SDFF_PP0_                      3       0.78
==> power groups by stage <==
| stage | clock [µW] | combinational, µW | sequential [µW] |
|---|---|---|---|
| after CTS | 119 | 183 | 196 |
| after global routing | 126 | 207 | 197 |
| final | 117 | 182 | 195 |
==> cell usage after synthesis (6+ instances only) <==
| cell type | count |
|---|---|
| edfxtp_1 | 11 |
| nor2_1 | 27 |
| dfxtp_1 | 11 |
| or3_1 | 6 |
| nand2_1 | 32 |
| a21oi_1 | 16 |
| ha_1 | 26 |
| inv_1 | 34 |
| nand2b_1 | 6 |
| nor3_1 | 8 |
| o21ai_0 | 13 |
| a21o_1 | 6 |
| xor2_1 | 6 |
| and2_1 | 20 |
| xnor2_1 | 10 |
| fa_1 | 21 |
==> state kept, by name (all words and copies together) (netlist names) <==
register	cells
Accumulator	11
result	11
==> cell families (layout without fill, tap and decap cells) <==
kind of cell               Yosys count  in the layout  share of synthesized area [%]
AOI/OAI and AO/OA                   78             78                           18.9
xor gates and xnor gates            18             18                           6.37
adders and majority gates           47             47                           26.6
buffers and inverters               45             68                           6.42
DFF                                 22             22                           19.6
muxes                                6              6                           2.27
and+or+nand+nor                    113            113                           19.8
==> critical path, stage by stage <==
cell,delay (ns)
clkdlybuf4s50_1,0.61
inv_1,0.15
nor2_1,0.17
fa_1,0.44
fa_1,0.54
inv_1,0.05
fa_1,0.53
inv_1,0.04
ha_1,0.37
o21a_1,0.20
o21a_1,0.17
o21ai_0,0.13
mux2_2,0.17
nand2_1,0.06
a31oi_1,0.17
nor2_1,0.05
==> routing by layer <==
metal  part of all wire [%]  vias up  GRT usage [%]
met5                      0        -              0
met4                   0.68        0           1.49
met3                    4.4        5           2.74
met2                     44       53           24.4
met1                     51     1104           23.1
li1                       -     1172              -
==> layout make-up <==
cell class | count | area [µm²]
Fill cell | 901 | 5670
Multi-Input combinational cell | 262 | 2080
Sequential cell | 22 | 551
Timing Repair Buffer | 29 | 270
Tap cell | 108 | 135
Inverter | 35 | 131
Clock buffer | 4 | 55.1
Power is estimated from default activity; no workload was simulated.
